==> flow/design.v <==
`timescale 1ns / 1ps
module OBUF(
    input sys_clk,
    input we,
    input [9:0] addr,  
    input [9:0] rd_addr,  
    input [10:0] di,
    output [10:0] out1, out2, out3, out4
    );
    parameter [9:0] WIDTH = 28;
    parameter [9:0] MAX_IMG = 784;
    reg [10:0] ram [MAX_IMG:1];
always @(posedge sys_clk) begin
        if (we) begin 
            ram[addr] <= di;
        end
end
assign out1 = ram[rd_addr];  
assign out2 = ram[rd_addr+1];
assign out3 = ram[rd_addr+WIDTH];
assign out4 = ram[rd_addr+WIDTH+1];
endmodule
==> flow/run.sh <==
#!/bin/bash
# OpenROAD 26Q1-2900-gdf79404cd8, Yosys 0.63+post, stock flow scripts
make -C /OpenROAD-flow-scripts/flow DESIGN_CONFIG=/design/flow/config.mk WORK_HOME=/design/flow/orfs finish
==> flow/config.mk <==
export PLATFORM = sky130hd
export DESIGN_NAME = OBUF
export DESIGN_NICKNAME = OBUF
export VERILOG_FILES = /design/flow/design.v
export SDC_FILE = /design/flow/constraint.sdc
export NUM_CORES = 4
export LEC_CHECK = 1
export CORE_UTILIZATION = 40
export SYNTH_MEMORY_MAX_BITS = 65536
==> flow/constraint.sdc <==
current_design OBUF

set clk_period 2665.9
set clk_io_pct 0.2

create_clock -name clk0 -period $clk_period [get_ports {sys_clk}]

set non_clock_inputs [all_inputs -no_clocks]
set_input_delay [expr $clk_period * $clk_io_pct] -clock clk0 $non_clock_inputs
set_output_delay [expr $clk_period * $clk_io_pct] -clock clk0 [all_outputs]
==> run summary <==
impl run done, here's what came out: power per cell area=a little under 0.7 mW/mm^2, synth warn=1, Tot GR Track Use=0.432, Port Buffers=76, Setup TNS=0 ps, Pint=244 uW, Commonest Layout Cell=edfxtp_1, via count=294000, Unique masters post-synth=roughly 97, HPWL after detailed placement=1560 mm, Chip Width=~1.1 mm, share of cells above drive strength 1=0.401, CP max-delay cell=o21ai_1, Clock Path Buffers=5, H-tree depth=6, Pre-Repair DR Iteration Count=8, main flop type=edfxtp_1, Net Sw Power=101 uW, clock power share=0.389, initial antenna violation count=about 440, number of I/O pins=77, wirelength, routed=about 2200 mm, Flop pwr share=0.432, critical path arrival=around 540000 ps, Rows=just under 400, final hold vios=0, CTS Root Cell=clkbuf_16, Starting Density=0.401, Synth area leader=edfxtp_1, Post-CTS Setup Repair Bufs=0, peak supply drop=roughly 0.00075 mV, vias in the first global route=around 300k, cell mode on critical path=buf_4, design area=slightly above 0.5 mm^2, final setup fails=0, critical path endpoint category=output pin, synthesized instance count=approximately 23000, Placed Area=0.475 mm^2, met2 wire len=just under 900 mm, largest reg by FF count=ram, worst-margin pin slew=between 2000 and 2500 ps, crit-path cells=buf_16, buf_4, buf_4, buf_4, buf_4, buf_4, buf_4, buf_4, mux4_2, mux4_2, mux2i_1, mux2i_1, o221a_2, o21ai_1, buf_4, o2111ai_1, buf_4, clkdlybuf4s50_1, CTS clock-pin slew for the worst setup and hold paths=~60 ps, most instantiated logic cells after routing=8624 x edfxtp_1, 5869 x mux4_2, 2486 x buf_4, Worst EP required=2132720 ps, top cells by area=edfxtp_1 58%, mux4_2 30%, mux2i_1 2.9%, Core Region=1.11 mm^2, EDFF count, synth=roughly 8600, Lkg Pwr=about 0.16 uW, Largest register FFs=approximately 8600, syn avg cell area=about 19 um^2, crit start category=input pin, min Tclk post-route=between 1000000 and 1500000 ps, Vias per Instance=7.14, min-delay worst type=input pin to flip-flop, WP buf/inv=11, first-pass GRT wire length=~2900 mm, Routed wire per std cell=roughly 53 um, Yosys Chip Area=0.445 mm^2, Area leader share=0.581, Iteration-0 DRC Markers=~28000, Synth Cell Area=about 0.45 mm^2, Synth async-reset ratio=0, cts repair resizes=0, Core Util, Final=0.458, RSZ-0062 raised after global routing=no, # Cells Yosys=between 20000 and 25000, number of buffers created by CTS=between 900 and 1000, Regs by FF count=ram (8624), DR DRC count=0, P&R area growth vs syn=14.1%, Post-CTS Hold Buffers=0, CTS tree=yes, fraction of the yosys area taken by sequential cells=0.581, largest net degree at the start of global routing=around 110, Tcrit/Tclk final=0.404, Fillers=slightly above 90000, max cap viols=15, CTS sink cnt=8624, Switching Share=0.293, crit path max fanout=around 46, WL met3=between 500 and 600 mm, Comb power frac=0.179, delay-heaviest family, CP=buffers and inverters, Die Area=~1.1 mm^2, Slew Viols, Final=between 50 and 60, outcome=complete, but fails checks, Die Span Y=1.06 mm, CP max stage delay=between 1500 and 2000 ps, routability congestion estimate=1.13, relative slew slack=-0.661, Metal-1 WL=~570 mm, DR top layer=met5, Detail Route Antenna Nets=0, FF+latch count, synth=roughly 8600, FMAX=around 0.93 MHz, failing checks=max-capacitance violations, max-slew violations, grt total ovfl=0, Tool Warnings=52, Setup CP Type=input pin to output pin
-- stage by stage --
stage | power [uW] | instances | worst slack (ps) | hold slack [ps]
global route | 350 | 40900 | 1588510 | 532310
finish | 346 | 41200 | 1588300 | 532250
detailed placement | 210 | 38600 | 1589180 | 533650
floorplan | 179 | 23300 | 1594910 | 533280
CTS | 342 | 40300 | 1589150 | 532280
global placement | 210 | 38600 | 1589060 | 533630
-- logic make-up (layout without fill, tap and decap cells) --
logic type                 after synthesis  in the layout  synth area share
DFF                                   8624           8624             0.581
AOI/OAI and AO/OA                     2023           2023            0.0320
and+or+nand+nor                       3281           3281            0.0313
adders and majority gates                4              4          0.000112
xor gates and xnor gates                35             35          0.000781
other                                    0            869                 0
muxes                                 7204           7204             0.327
buffers and inverters                 2152           4385            0.0276
-- final cells by class --
class | instances | area, um^2 | share of cell area
inverter | 11 | 71.3 | 0.000140
tap | 14800 | 18500 | 0.0364
clock buffer | 1097 | 24400 | 0.0480
timing repair buffer | 2626 | 20700 | 0.0408
clock inverter | 651 | 6820 | 0.0134
multi-input combinational | 12500 | 177000 | 0.347
antenna | 869 | 2170 | 0.00428
sequential | 8624 | 259000 | 0.510
-- power groups by stage --
stage	logic [uW]	registers, uW	clock network, uW
after CTS	57.6	149	135
after global routing	60.8	149	140
final	62.0	149	134
-- final timing paths --
check	cells after the start	start	to	slack, ps
setup / recovery	18	rd_addr[0]	out4[8]	1588300
hold / removal	1	di[4]	ram[565][4]	532250
-- metal layers --
| layer | vias to the layer above | global-route usage |
|---|---|---|
| met5 | - | 0.276 |
| met4 | 583 | 0.302 |
| met3 | 6737 | 0.441 |
| met2 | 30400 | 0.520 |
| met1 | 150000 | 0.410 |
| li1 | 106000 | - |
-- synthesized netlist by cell type (164+ instances only) --
cell type  instances
edfxtp_1        8624
o221ai_1         164
buf_6            182
clkbuf_1         539
mux2i_1         1291
mux4_2          5869
o22ai_1          214
nand3_1          314
nand2_1         1352
o21ai_0          260
buf_1            189
buf_2            759
nor3_1           240
a21oi_1          379
nor2_1          1032
buf_4            458
Power figures rest on the tool's default switching activity, not on a simulated workload.
