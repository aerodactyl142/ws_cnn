`flow/run.sh`:
```
#!/bin/bash
# OpenROAD 26Q1-2900-gdf79404cd8, Yosys 0.63+post, stock flow scripts
make -C /OpenROAD-flow-scripts/flow DESIGN_CONFIG=/design/flow/config.mk WORK_HOME=/design/flow/orfs finish
```
`flow/config.mk`:
```
export PLATFORM = sky130hd
export DESIGN_NAME = IBUF
export DESIGN_NICKNAME = IBUF
export VERILOG_FILES = /design/flow/design.v
export SDC_FILE = /design/flow/constraint.sdc
export NUM_CORES = 4
export LEC_CHECK = 1
export CORE_UTILIZATION = 50
export SYNTH_MEMORY_MAX_BITS = 65536
```
`flow/constraint.sdc`:
```
current_design IBUF

set clk_period 69.9
set clk_io_pct 0.2

create_clock -name clk0 -period $clk_period [get_ports {sys_clk}]

set non_clock_inputs [all_inputs -no_clocks]
set_input_delay [expr $clk_period * $clk_io_pct] -clock clk0 $non_clock_inputs
set_output_delay [expr $clk_period * $clk_io_pct] -clock clk0 [all_outputs]
```
`flow/design.v`:
```
`timescale 1ns / 1ps
module IBUF(
    input sys_clk,
    input we,
    input [9:0] addr,  
    input [9:0] rd_addr,  
    input [10:0] di,
    output [10:0] ibuf1  
);
parameter [9:0] WIDTH = 196;
parameter [9:0] MAX_IMG = 1960;
reg [10:0] ram [MAX_IMG:1];
localparam SF = 2.0**-7.0;   
always @(posedge sys_clk) begin
    if (we) begin 
        ram[addr] <= di;
    end
end
assign ibuf1 = ram[rd_addr];  
endmodule
```
==> Changelog: implementation <==
## Flow update

* Global route hottest layer: met2
* Post-CTS Setup Repair Bufs at 0
* Most used cell along the critical path: sky130_fd_sc_hd__buf_4
* Resized cells post-CTS at 0
* Arrival time worst endpoint at 23.40 ns
* Kind of start point of the critical path: input pin
* DRC violation count after routing at 0
* Final count of pins violating max slew at 5
* Deepest level of the CTS H-tree at 7
* Area of the placeable core at 803000 µm²
* Number of sinks driven by the clock tree at 10296
* Synthesized netlist cell count at 18497
* Synthesized registers at 10296
* Number of global-route vias before repair at 217393
* Largest register by flop count: ram
* Worst hold path depth at 1
* GR Layer Usage met3 at 31.1%
* Violations in the final reports: capacitance limit, slew limit
* Result of the run: complete, but fails checks
* Cell Area, Synth at 403000 µm²
* Clk slew on worst S/H paths at 0.06 ns
* Reported leakage power at 146 nW
* Cell count in the Yosys report at 18497
* Predominant post-synthesis flop cell: sky130_fd_sc_hd__edfxtp_1
* Avg Synthesized Cell Area at 21.8 µm²
* Routability-driven placement congestion ratio at 0.932
* Hold path endpoint: ram[766][5]
* Setup repair after global routing missed its margin: false
* Critical path, cell by cell: buf_16, buf_4, buf_4, buf_4, buf_4, buf_4, buf_4, buf_12, buf_4, mux4_2, and2_1, o22ai_1, a22oi_1, o211ai_1, a41oi_1, a41oi_1, nor3_1, clkdlybuf4s50_1
* Antenna violations before repair at 134
* Drt pass-1 iters at 7
* Met1 Track Usage GR at 41.0%
* Category of the worst setup path capture point: primary output
* Worst slew margin at -3.17%
* Fillers at 57592
* Crit Path Category: input pin to primary output
* Slowest CP cell: sky130_fd_sc_hd__nor3_1
* Count of distinct cell types in the synthesized netlist at 100
* Number of clock buffers inserted by TritonCTS at 1120
* Maximum clock frequency at 26.7 MHz
* Main area contributors: sky130_fd_sc_hd__edfxtp_1 77%, sky130_fd_sc_hd__mux4_2 11%, sky130_fd_sc_hd__mux2i_1 2.6%, sky130_fd_sc_hd__mux4_1 2.2%, sky130_fd_sc_hd__nor2_1 1.0%
* Area reported by Yosys stat at 403000 µm²
* # IOs at 44
* Worst hold path class: input pin to register
* All-layer global routing usage at 34.7%
* Tcrit/Tclk final at 53.5%
* Routed length per placed instance at 38.8 µm
* Final min period at 37.38 ns
* Most frequent cells after synthesis: 10296 x sky130_fd_sc_hd__edfxtp_1, 1957 x sky130_fd_sc_hd__mux4_2, 1121 x sky130_fd_sc_hd__nor2_1
* Proportion of register bits with asynchronous set or reset after synthesis at 0%
* FP Core Util at 50.2%
* Clock root buffer: sky130_fd_sc_hd__clkbuf_16
* Most numerous cell in the Yosys netlist: sky130_fd_sc_hd__edfxtp_1
* Critical Path Max Stage Delay at 0.93 ns
* Wire length of the first global-routing pass at 1700000 µm
* Largest buffer count on any clock path at 5
* Final cell utilization of the core at 56.7%
* Sequential element share of the synthesized area at 76.8%
* Power Dens Cells at 28.5 nW/µm²
* Routed vias/inst at 6.35
* Final setup viols at 0
* Global routing usage on met2 at 46.0%
* HPWL reported at the end of detailed placement at 777000 µm
* Total of buffers placed on input and output ports at 43
* Clock tree from TritonCTS: yes
* Count of vias placed by the detailed router at 201922
* Worst vdd ir at 0.0269 mV
* Max Fanout on Critical Path at 71
* Vertical die dimension at 899 µm
* Number of logged tool warnings at 74
* Sum Neg Setup Slack at 0 ns
* Worst Tran Pin Value at 1.53 ns
* Final WL at 1230000 µm
* Largest net degree at the start of global routing at 132
* Area overhead of the layout relative to synthesis at 13.1%
* Share of layout cells above drive strength 1 at 25.5%
* Share of the synthesized area in the top cell type at 76.8%
* Number of design-rule violations left by the first detailed-router iteration at 14251
* Start point of the worst hold path: di[5]
* Antenna viol nets, final at 0
* EDFF count, synth at 10296
* Yosys top cell by area: sky130_fd_sc_hd__edfxtp_1
* Required time reported for the critical path endpoint at 55.92 ns
* Max-cap violations at 2
* Flip-flop count of the largest register, all copies and words added at 10296
* Floorplan row count at 329
* Total number of yosys warnings at 1
* Die footprint at 809000 µm²
* Biggest registers after layout: ram x10296
* Total gr overflow at 0
* Die outline width at 899 µm
* Post-cts hold-fix buffer tally at 0
* Final hold viol count at 0
[how the worst max path moves through the flow]
stage | from | to | slack, ns | cells after the start
4_1_cts | rd_addr[0] | ibuf1[8] | 32.27 | 18
5_1_grt | rd_addr[0] | ibuf1[8] | 31.83 | 18
6_report | rd_addr[0] | ibuf1[8] | 32.52 | 18
[worst max-delay path, delay by kind of cell]
kind            cells  cell delay (ns)
compound gates      5             1.80
simple gates        2             1.10
buf+inv            10             5.70
mux                 1             0.34
[layer usage]
metal / wire length, µm / part of all wire (%)
met5: 5020 / 0.41
met4: 66700 / 5.4
met3: 257000 / 21
met2: 553000 / 45
met1: 351000 / 28
[cell usage in the layout (no fill, tap or decap), types with 258 or more instances in the layout]
| cell | count |
|---|---|
| sky130_fd_sc_hd__nand2_1 | 380 |
| sky130_fd_sc_hd__mux2i_1 | 1027 |
| sky130_fd_sc_hd__a21oi_1 | 271 |
| sky130_fd_sc_hd__mux4_2 | 1957 |
| sky130_fd_sc_hd__mux4_1 | 339 |
| sky130_fd_sc_hd__o22ai_1 | 300 |
| sky130_fd_sc_hd__clkbuf_16 | 1149 |
| sky130_fd_sc_hd__nor2_1 | 1102 |
| sky130_fd_sc_hd__edfxtp_1 | 10296 |
| sky130_fd_sc_hd__o221ai_1 | 301 |
| sky130_fd_sc_hd__clkbuf_1 | 258 |
| sky130_fd_sc_hd__buf_4 | 1765 |
[per-stage QoR]
| step | total power, mW | hold WS [ns] | cell area, µm² | setup WS [ns] | instances |
|---|---|---|---|---|---|
| 2_1_floorplan | 7.27 | 14.08 | 403000 | 39.62 | 18497 |
| 3_3_place_gp | 7.60 | 14.44 | 422000 | 32.28 | 29758 |
| 3_5_place_dp | 7.61 | 14.45 | 422000 | 32.29 | 29761 |
| 4_1_cts | 13.0 | 13.13 | 455000 | 32.27 | 31614 |
| 5_1_grt | 13.3 | 13.19 | 455000 | 31.83 | 31689 |
| 6_report | 13.0 | 13.20 | 455000 | 32.52 | 31819 |
[report_power, final]
group | leakage (nW) | internal, mW | switching, mW | total (mW)
logic | 36.8 | 0.211 | 0.479 | 0.690
clock network | 16.2 | 3.19 | 2.31 | 5.50
registers | 92.5 | 6.80 | 0.000807 | 6.80
total | 146 | 10.2 | 2.79 | 13.0
[final cells by class]
cell class              instances  area (µm²)  area share, %
flip-flops and latches      10296      309000           67.9
multi-input cells            7033       84900           18.6
clock buffers                1407       29700           6.53
repair buffers               1832       14300           3.14
well taps                   10592       13300           2.91
clock inverters               446        3490          0.766
diodes                        205         513          0.113
inverters                       8        55.1         0.0121
[cell families (layout without fill, tap and decap cells)]
group	count (synthesis)	after routing	share of synthesized area, %
AND-OR/OR-AND	1641	1641	2.85
AND/OR/NAND/NOR	2013	2013	2.12
flip-flops	10296	10296	76.8
other	0	205	0
multiplexers	3379	3379	15.9
buffers and inverters	1168	3693	2.38
No activity file was given, so power comes from the tool's default toggle rates.
