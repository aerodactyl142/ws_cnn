==> ./design.v <==
`timescale 1ns / 1ps
module WS_PE(
    input [10:0] xin,
    input [10:0] win,
    input [10:0] psum,
    input load_w,
    input sys_clk,
    input enable,
    output reg [10:0] outp,
    output reg [10:0] f_inp
    );
reg [10:0] weights;
reg [20:0] pout;
localparam SF = 2.0**-7.0;   
always @ (posedge sys_clk) begin
if (load_w) begin
    weights = win;
end
else if (enable) begin
    if (xin == 11'b0) begin
        outp = psum;
    end
    else if (weights == 11'b0) begin
        outp = psum;
    end
    else begin
        pout = weights[9:0] * xin[9:0];
        if (pout[16:7] == 10'b0)  
            outp = psum;
        else begin
        if (weights[10] ^ xin[10])
            pout = ~pout + 1;  
        outp = {pout[20], pout[16:7]} + psum;  
        end
    end
    f_inp = xin;
end
end
endmodule
`timescale 1ns / 1ps
module accum5(
    input sys_clk,
    input clr,
    input [10:0] D1, D2, D3, D4, D5,
    output reg [10:0] Q
    );
localparam SF = 2.0**-7.0;   
always @(posedge sys_clk) begin 
  if (clr) 
    Q = 11'b0000; 
  else begin
    Q = D1+D2+D3+D4+D5;
  end 
end 
endmodule
`timescale 1ns / 1ps
module pe25(
    input [10:0] x1,
    input [10:0] x2,
    input [10:0] x3,
    input [10:0] x4,
    input [10:0] x5,
    input [10:0] w11,
    input [10:0] w12,
    input [10:0] w13,
    input [10:0] w14,
    input [10:0] w15,
    input [10:0] w21,
    input [10:0] w22,
    input [10:0] w23,
    input [10:0] w24,
    input [10:0] w25,
    input [10:0] w31,
    input [10:0] w32,
    input [10:0] w33,
    input [10:0] w34,
    input [10:0] w35,
    input [10:0] w41,
    input [10:0] w42,
    input [10:0] w43,
    input [10:0] w44,
    input [10:0] w45,
    input [10:0] w51,
    input [10:0] w52,
    input [10:0] w53,
    input [10:0] w54,
    input [10:0] w55,
    input sys_clk,
    input load_w,
    input en,
    input [10:0] bias,
    input clr,
    output [10:0] acc_out
);
reg [10:0] zero_bias = 10'b0;
wire [10:0] o11, o12, o13, o14, o15, o21,o22,o23,o24,o25,o31,o32,o33,o34,o35,o41,o42,o43,o44, o45,o51,o52,o53,o54,o55;
wire [10:0] fx11, fx12, fx13, fx14, fx21,fx22,fx23, fx24,fx31,fx32, fx33, fx34, fx41,fx42,fx43,fx44,fx51,fx52, fx53,fx54;
WS_PE pe11(.psum(bias), .enable(en), .sys_clk(sys_clk), .load_w(load_w), .win(w11), .xin(x1), .outp(o11), .f_inp(fx11));
WS_PE pe12(.psum(zero_bias), .enable(en), .sys_clk(sys_clk), .load_w(load_w), .win(w12), .xin(fx11), .outp(o12), .f_inp(fx12));
WS_PE pe13(.psum(zero_bias), .enable(en), .sys_clk(sys_clk), .load_w(load_w), .win(w13), .xin(fx12), .outp(o13), .f_inp(fx13));
WS_PE pe14(.psum(zero_bias), .enable(en), .sys_clk(sys_clk), .load_w(load_w), .win(w14), .xin(fx13), .outp(o14), .f_inp(fx14));
WS_PE pe15(.psum(zero_bias), .enable(en), .sys_clk(sys_clk), .load_w(load_w), .win(w15), .xin(fx14), .outp(o15));
WS_PE pe21(.psum(o11), .enable(en), .sys_clk(sys_clk), .load_w(load_w), .win(w21), .xin(x2), .outp(o21), .f_inp(fx21));
WS_PE pe22(.psum(o12), .enable(en), .sys_clk(sys_clk), .load_w(load_w), .win(w22), .xin(fx21), .outp(o22), .f_inp(fx22));
WS_PE pe23(.psum(o13), .enable(en), .sys_clk(sys_clk), .load_w(load_w), .win(w23), .xin(fx22), .outp(o23), .f_inp(fx23));
WS_PE pe24(.psum(o14), .enable(en), .sys_clk(sys_clk), .load_w(load_w), .win(w24), .xin(fx23), .outp(o24), .f_inp(fx24));
WS_PE pe25(.psum(o15), .enable(en), .sys_clk(sys_clk), .load_w(load_w), .win(w25), .xin(fx24), .outp(o25));
WS_PE pe31(.psum(o21), .enable(en), .sys_clk(sys_clk), .load_w(load_w), .win(w31), .xin(x3), .outp(o31), .f_inp(fx31));
WS_PE pe32(.psum(o22), .enable(en), .sys_clk(sys_clk), .load_w(load_w), .win(w32), .xin(fx31), .outp(o32), .f_inp(fx32));
WS_PE pe33(.psum(o23), .enable(en), .sys_clk(sys_clk), .load_w(load_w), .win(w33), .xin(fx32), .outp(o33), .f_inp(fx33));
WS_PE pe34(.psum(o24), .enable(en), .sys_clk(sys_clk), .load_w(load_w), .win(w34), .xin(fx33), .outp(o34), .f_inp(fx34));
WS_PE pe35(.psum(o25), .enable(en), .sys_clk(sys_clk), .load_w(load_w), .win(w35), .xin(fx34), .outp(o35));
WS_PE pe41(.psum(o31), .enable(en), .sys_clk(sys_clk), .load_w(load_w), .win(w41), .xin(x4), .outp(o41), .f_inp(fx41));
WS_PE pe42(.psum(o32), .enable(en), .sys_clk(sys_clk), .load_w(load_w), .win(w42), .xin(fx41), .outp(o42), .f_inp(fx42));
WS_PE pe43(.psum(o33), .enable(en), .sys_clk(sys_clk), .load_w(load_w), .win(w43), .xin(fx42), .outp(o43), .f_inp(fx43));
WS_PE pe44(.psum(o34), .enable(en), .sys_clk(sys_clk), .load_w(load_w), .win(w44), .xin(fx43), .outp(o44), .f_inp(fx44));
WS_PE pe45(.psum(o35), .enable(en), .sys_clk(sys_clk), .load_w(load_w), .win(w45), .xin(fx44), .outp(o45));
 WS_PE pe51(.psum(o41), .enable(en), .sys_clk(sys_clk), .load_w(load_w), .win(w51), .xin(x5), .outp(o51), .f_inp(fx51));
 WS_PE pe52(.psum(o42), .enable(en), .sys_clk(sys_clk), .load_w(load_w), .win(w52), .xin(fx51), .outp(o52), .f_inp(fx52));
 WS_PE pe53(.psum(o43), .enable(en), .sys_clk(sys_clk), .load_w(load_w), .win(w53), .xin(fx52), .outp(o53), .f_inp(fx53));
 WS_PE pe54(.psum(o44), .enable(en), .sys_clk(sys_clk), .load_w(load_w), .win(w54), .xin(fx53), .outp(o54), .f_inp(fx54));
 WS_PE pe55(.psum(o45), .enable(en), .sys_clk(sys_clk), .load_w(load_w), .win(w55), .xin(fx54), .outp(o55));
accum5 acc5(.sys_clk(sys_clk), .clr(clr), .D1(o51), .D2(o52), .D3(o53), .D4(o54), .D5(o55), .Q(acc_out)); 
endmodule
==> ./run.sh <==
#!/bin/bash
# OpenROAD 26Q1-2900-gdf79404cd8, Yosys 0.63+post, stock flow scripts
make -C /OpenROAD-flow-scripts/flow DESIGN_CONFIG=/design/flow/config.mk WORK_HOME=/design/flow/orfs finish
==> ./config.mk <==
export PLATFORM = sky130hd
export DESIGN_NAME = pe25
export DESIGN_NICKNAME = pe25
export VERILOG_FILES = /design/flow/design.v
export SDC_FILE = /design/flow/constraint.sdc
export NUM_CORES = 4
export LEC_CHECK = 1
export CORE_UTILIZATION = 50
==> ./constraint.sdc <==
current_design pe25

set clk_period 58.2
set clk_io_pct 0.2

create_clock -name clk0 -period $clk_period [get_ports {sys_clk}]

set non_clock_inputs [all_inputs -no_clocks]
set_input_delay [expr $clk_period * $clk_io_pct] -clock clk0 $non_clock_inputs
set_output_delay [expr $clk_period * $clk_io_pct] -clock clk0 [all_outputs]
==> summary.txt <==
impl run done, here's what came out: outcome=completed, synthesized netlist cell count=about 13000, Post-synth EDFFs=770, Fin Setup TNS=0 ns, Yosys chip area=124000 um2, Seq share, synth=18.8%, Crit. End Element=register, Layout area overhead=7.65%, die area=251000 um2, Synth Warn #=3, Log Warnings=94, DR top layer=met5, Vias=88648, Dominant cell area share=25.6%, share of post-route cells with drive strength above 1=3.53%, fmax=54.0 MHz, Dominant flop cell=edfxtp_1, DR vias/cell=5.44, max-cap violations=0, pre-CTS setup slack=38.91 ns, Worst Skew=0.0301 ns, Max Root-Sink Buffers=3, Mapped Area=124000 um2, Hold Buf Count CTS=0, met2 routed WL=131000 um, worst-margin pin slew=1.03 ns, max-slew violation count=0, Die Y=501 um, Residual DRC=0, antenna viol nets, final=0, H-tree depth=3, asr flop ratio synth=0%, critical path fanouts, max=12, Die W=roughly 500 um, GRT overflow=0, vias in the first global route=just over 90000, placer congestion estimate=0.932, setup slack after layout=39.67 ns, CTS Root Buffer Type=clkbuf_16, CP max stage delay=0.79 ns, post-CTS sizing=0, clock sink total=781, CTS Buf Count=between 100 and 150, Final Setup Violations=0, initial antenna violation count=13, num ports=about 360, DR WL/cell=approximately 18 um, top cells by area, synth=fa_1, edfxtp_1, ha_1, largest area contributor in the netlist=fa_1, critical path class=input port to register, Avg Cell Area, Syn=9.62 um2, RSZ-0062 raised after global routing=no, nature of the critical path startpoint=input port, Core Region=247000 um2, Fin. Hold Viols=0, pin count of the biggest net entering global routing=97, gr usage total=25.2%, register bit count reported by yosys=781, first-pass GRT wire length=478000 um, buffer count from post-CTS setup fixing=0, relative slew slack=30.8%, Critical Path RT=58.73 ns, CTS clock-pin slew for the worst setup and hold paths=around 0.060 ns, DRT iter0 DRCs=3754, clk latency of the worst-skew pair=just under 0.8 ns, FP Rows=roughly 180, DR WL met3=21700 um, CP Data Arrival Time=19.06 ns, ys cells=12927, drt total wl=286000 um, Distinct cells, synth=between 100 and 150, wl on met1=125000 um, Init Core Util=a little over 50%, Pre-antenna DRT Iters=7, worst hold margin=0.553 ns, CTS tree=done, post-route minimum period=between 15 and 20 ns, I/O Buffers=355, Final HPWL DP=228000 um, Hold Crit Class=register to register, post-route clock period utilization=31.8%, Crit-path slowest cell=clkdlybuf4s50_1
[cells by family after synthesis]
logic type | count (synthesis) | synth area share [%]
and+or+nand+nor | 4003 | 16.6
muxes | 194 | 1.74
adders and majority gates | 3137 | 41.2
buffers and inverters | 2316 | 7.01
AOI/OAI and AO/OA | 1724 | 9.27
xor gates and xnor gates | 772 | 5.46
DFF | 781 | 18.8
[cells in the mapped netlist (168+ instances only)]
| library cell | n |
|---|---|
| inv_1 | 1760 |
| fa_1 | 1592 |
| ha_1 | 1545 |
| nand2_1 | 1403 |
| and2_1 | 1388 |
| edfxtp_1 | 770 |
| xnor2_1 | 549 |
| clkbuf_1 | 534 |
| a21oi_1 | 500 |
| nor2_1 | 365 |
| o21ai_0 | 264 |
| xor2_1 | 221 |
| nor3_1 | 168 |
[per-stage QoR]
step                util (%)  cell area [um2]  std cells
floorplan                  -           124000      12927
global placement        52.9           130000      16091
CTS                     54.3           134000      16280
finish                  54.3           134000      16288
global route            54.3           134000      16286
detailed placement      52.9           130000      16091
[critical path: cells and delay by family]
kind	cells	cell delay, ns
adder cells (fa/ha/maj)	7	3.08
AND/OR/NAND/NOR	8	1.78
AND-OR/OR-AND	6	1.24
buffers and inverters	6	1.04
XOR/XNOR	3	0.28
[cell usage in the layout, fill, tap and decap left out, drive strengths merged, types with 53 or more instances in the layout]
cell type	n
a21o	152
or3	61
edfxtp	770
inv	1780
buf	53
and2	1388
mux2	174
nand2b	55
clkbuf	109
ha	1545
xor2	221
nand3	121
a211oi	77
nand2	1403
clkdlybuf4s50	354
a21oi	503
nor3	168
o21bai	155
xnor2	550
o21ai	283
a31oi	57
o21a	83
nor4	141
fa	1592
nor2	369
[per-layer routing]
metal / track usage (%) / vias up
li1: - / 42629
met1: 37.0 / 43376
met2: 38.5 / 2287
met3: 8.04 / 344
met4: 5.70 / 12
met5: 0.347 / -
[final timing paths]
| kind | startpoint | to | slack [ns] | depth (start not counted) |
|---|---|---|---|---|
| worst max register to register | pe33.f_inp[5]$_DFFE_PP_ | pe34.outp[10]$_DFFE_PP_ | 50.23 | 24 |
| worst min-delay path | pe11.f_inp[10]$_DFFE_PP_ | pe12.f_inp[10]$_DFFE_PP_ | 0.55 | 0 |
| worst min register to register | pe11.f_inp[10]$_DFFE_PP_ | pe12.f_inp[10]$_DFFE_PP_ | 0.55 | 0 |
| worst max-delay path | x3[1] | pe31.outp[10]$_DFFE_PP_ | 39.67 | 30 |
[layout make-up]
cell class,count,area [um2]
inverters,1761,6610
clock inverters,80,855
clock buffers,109,2600
flip-flops and latches,781,23300
multi-input cells,9830,92300
well taps,3312,4140
repair buffers,407,3960
fillers,20853,113000
diodes,8,20.0
